[flow/design.v]
`timescale 1ns / 1ps
module adder (
	rst_n		, 
	clk			, 
	in1			, 
	in2			, 
	out			,
);
input wire rst_n			;
input wire clk				;
input wire [9:0] in1		;
input wire [9:0] in2		;
output reg [10:0] out		;
always @(posedge clk, negedge rst_n) 
begin
	if (~rst_n) out <= 11'b0;
	else out <= {1'b0, in1} + {1'b0, in2};
end
endmodule
[flow/run.sh]
#!/bin/bash
# OpenROAD 26Q1-2900-gdf79404cd8, Yosys 0.63+post, stock flow scripts
make -C /OpenROAD-flow-scripts/flow DESIGN_CONFIG=/design/flow/config.mk WORK_HOME=/design/flow/orfs finish
[flow/config.mk]
export PLATFORM = sky130hd
export DESIGN_NAME = adder
export DESIGN_NICKNAME = adder
export VERILOG_FILES = /design/flow/design.v
export SDC_FILE = /design/flow/constraint.sdc
export NUM_CORES = 4
export LEC_CHECK = 1
export CORE_AREA = 10 10 70 70
export DIE_AREA = 0 0 80 80
[flow/constraint.sdc]
current_design adder

set clk_period 1.0
set clk_io_pct 0.2

create_clock -name clk0 -period $clk_period [get_ports {clk}]

set non_clock_inputs [all_inputs -no_clocks]
set_input_delay [expr $clk_period * $clk_io_pct] -clock clk0 $non_clock_inputs
set_output_delay [expr $clk_period * $clk_io_pct] -clock clk0 [all_outputs]
==> impl_metrics.env <==
# source this file to load flow results
export IMPL_status="complete, but fails checks"
export IMPL_violations="setup timing"
export IMPL_max_freq_ghz=0.7339
export IMPL_critPathLaunch="in1[0]"
export IMPL_setup_ws_ps=-362.6
export IMPL_cts_root_buf="clkbuf_4"
export IMPL_place_inst=157
export IMPL_p_comb_frac=0.409
export IMPL_routed_wl_um=1808
export IMPL_vias_per_cell=4.006
export IMPL_largestRegisters="out: 11 flops"
export IMPL_worstSetupPathType="primary input to register"
export IMPL_p_int_mw=1.034
export IMPL_cp_arrival_ps=1540
export IMPL_critical_path_slowest_cell="a31o_1"
export IMPL_ioPinCount=33
export IMPL_ir_drop_v=0.0002410
export IMPL_syn_to_final_growth_pct=83.45
export IMPL_first_global_vias=724
export IMPL_grt_first_pass_wirelength_um=2973
export IMPL_worst_pin_slew_ps=264.7
export IMPL_vias=653
export IMPL_rows=21
export IMPL_postSynthSeqShare=0.3915
export IMPL_yosys_warnings=1
export IMPL_n_antenna_cell=0
export IMPL_hold_class="primary input to register"
export IMPL_leakage_nw=0.5883
export IMPL_clkPwrFrac=0.202
export IMPL_simple_gate_share=0.1014
export IMPL_cts_sinks=11
export IMPL_cap_violations=0
export IMPL_drt_antenna_violating_nets=0
export IMPL_syn_avg_cell_area_um2=10.82
export IMPL_yosys_area_share_aoi=0.1797
export IMPL_dr_first_iter_drc_count=10
export IMPL_grt_overflow_total=0
export IMPL_first_pass_iters=3
export IMPL_switching_share=0.2651
export IMPL_antenna_found_initial=0
export IMPL_fin_crit_ps=1363
export IMPL_drc=0
export IMPL_finalHoldViolCount=0
export IMPL_chip_area_mm2=0.006400
export IMPL_maxSlewViolCount=0
export IMPL_period_used=1.363
export IMPL_p_sw_mw=0.3730
export IMPL_yosys_area_um2=703.2
export IMPL_crit_fanout=2
export IMPL_yosysUniqueCellTypes=23
export IMPL_warning_count=28
export IMPL_largest_reg_flops=11
export IMPL_start_kind="primary input"
export IMPL_grt_start_max_net_pins=12
export IMPL_crit_required_ps=1180
export IMPL_fp_utilization=0.2059
export IMPL_relSlewSlack=0.8216
export IMPL_stdcell_count=163
export IMPL_cts_buffer_depth=2
export IMPL_crit_chain="buf_6 -> ha_4 -> inv_2 -> fa_2 -> nor2b_1 -> o21a_1 -> a31o_1 -> buf_4 -> nor2_4 -> xnor2_1"
export IMPL_crit_end="out[6]"
export IMPL_rsz0062_at_grt="true"
export IMPL_logic_family="adder cells"
export IMPL_h_tree_depth=1
export IMPL_total_power_mw=1.407
export IMPL_syn_area_um2=703.2
export IMPL_mux_area_frac=0
export IMPL_cts_reportedPaths_clkPinSlew_ps=60
export IMPL_powerDensity_mw_per_mm2=1091
export IMPL_port_buffers=32
export IMPL_cpPeakStageDelay_ps=240
export IMPL_end_kind="register"
export IMPL_die_y_um=80
export IMPL_setup_viol=7
export IMPL_coreArea_mm2=0.003416
export IMPL_largest_register="out"
export IMPL_cts_inserted_buffers=3
export IMPL_cts_tree="done"
export IMPL_sequentialPowerShare=0.389
export IMPL_die_x_um=80
export IMPL_ys_cells=65
export IMPL_track_usage=0.05380
export IMPL_synthXorXnorAreaFrac=0.09964
export IMPL_drive_gt1_frac=0.5385
export IMPL_numSynthFlops=11
export IMPL_place_hpwl_um=1528
export IMPL_gp_congestion=0.7651
export IMPL_adder_share=0.2064
export IMPL_cts_hold_buffers=0
export IMPL_netlist_instances=65
export IMPL_routedWlPerCell_um=11.09
==> placed cells by master, fill, tap and decap left out, types with 2 or more instances in the layout <==
master	synthesis	final
a21o_1	3	3
a21oi_1	6	4
a21oi_2	0	2
and3_4	0	2
buf_2	0	13
buf_4	0	16
buf_6	0	3
clkbuf_2	0	5
clkbuf_4	0	3
clkdlybuf4s50_1	0	3
dfrtp_1	11	11
dlygate4sd2_1	0	8
ha_4	0	9
inv_1	4	2
inv_2	0	2
nand2_1	2	2
nand2b_1	2	2
o21a_1	2	2
o21ai_0	3	2
xnor2_1	6	6
xor2_1	2	2
==> what timing repair did <==
| item | in CTS | in global routing |
|---|---|---|
| resized | 87 | 10 |
| pin swaps | 16 | 13 |
| hold endpoints to repair | 0 | 0 |
| endpoints found under the setup margin | 21 | 12 |
| cloned | 0 | 0 |
| setup buffers | 2 | 0 |
==> metal layers <==
metal	GRT usage	up-vias	part of all wire
met4	0.01408	0	0.023
met2	0.09390	19	0.47
li1	-	332	-
met3	0.01364	4	0.070
met5	0	-	0
met1	0.06366	298	0.43
==> per-stage QoR <==
step / instance area, um^2 / TNS [ps] / setup WS [ps] / hold WS [ps] / utilization
after CTS: 1310 / -1883 / -417.6 / 138.7 / 0.3835
final: 1290 / -1763 / -362.6 / 147.3 / 0.3777
after detailed placement: 1262 / -8132 / -1033 / 501.9 / 0.3696
after global routing: 1290 / -2278 / -456.5 / 141.4 / 0.3777
after global placement: 1262 / -7966 / -1000 / 505.7 / 0.3696
after floorplan: 779.5 / -2096 / -459.1 / -95.59 / -
==> cells in the mapped netlist <==
master,count,share of area
inv_1,4,0.021
a21oi_1,6,0.043
o21a_1,2,0.021
xor2_1,2,0.025
xnor2_1,6,0.075
a31oi_1,1,0.0089
a21o_1,3,0.032
ha_1,10,0.18
o21ai_0,3,0.021
o41ai_2,1,0.023
nor3_1,1,0.0071
fa_1,1,0.028
and3_2,1,0.011
nor2b_1,1,0.0089
dfrtp_1,11,0.39
a31o_1,1,0.012
nand2b_1,2,0.018
a211oi_2,1,0.018
and3_1,2,0.018
nand2_1,2,0.011
nor2_1,2,0.011
or2_2,1,0.0089
and2_1,1,0.0089
==> worst min path at each step <==
stage	start	to	slack, ps	cells after the start
6_report	in2[0]	out[0]	150	2
5_1_grt	in2[0]	out[0]	140	2
4_1_cts	in1[0]	out[0]	140	2
==> power groups by stage <==
stage / Combinational, mW / Sequential, mW / Clock [mW]
CTS: 0.591 / 0.549 / 0.295
global route: 0.651 / 0.560 / 0.312
finish: 0.575 / 0.547 / 0.285
==> worst max-delay path: cells and delay by family <==
family | cells | cell delay, ps
xor+xnor | 1 | 130
simple gates | 2 | 160
buf+inv | 3 | 290
compound gates | 2 | 420
fa+ha+maj | 2 | 350
==> cells by family (layout without fill, tap and decap cells) <==
family / after synthesis / in the layout
compound gates: 18 / 18
buf+inv: 4 / 56
xor+xnor: 8 / 8
flops: 11 / 11
fa+ha+maj: 11 / 11
simple gates: 13 / 13
==> layout make-up <==
type / instances / area [um^2]
clock buffer: 4 / 26.28
timing repair buffer: 48 / 344.1
inverter: 4 / 15.01
sequential: 11 / 275.3
tap: 46 / 57.56
fill: 357 / 2126
multi-input combinational: 50 / 571.8
Power is estimated from default activity; no workload was simulated.
