File: flow/run.sh
#!/bin/bash
# OpenROAD 26Q1-2900-gdf79404cd8, Yosys 0.63+post, stock flow scripts
make -C /OpenROAD-flow-scripts/flow DESIGN_CONFIG=/design/flow/config.mk WORK_HOME=/design/flow/orfs finish
File: flow/config.mk
export PLATFORM = sky130hd
export DESIGN_NAME = counter
export DESIGN_NICKNAME = counter
export VERILOG_FILES = /design/flow/design.v
export SDC_FILE = /design/flow/constraint.sdc
export NUM_CORES = 4
export LEC_CHECK = 1
export CORE_AREA = 10 10 70 70
export DIE_AREA = 0 0 80 80
File: flow/constraint.sdc
current_design counter

set clk_period 2.5
set clk_io_pct 0.2

create_clock -name clk0 -period $clk_period [get_ports {clk}]

set non_clock_inputs [all_inputs -no_clocks]
set_input_delay [expr $clk_period * $clk_io_pct] -clock clk0 $non_clock_inputs
set_output_delay [expr $clk_period * $clk_io_pct] -clock clk0 [all_outputs]
File: flow/design.v
`timescale 1ns / 1ps
module counter (
	clk, 
	rst_n, 
	cnt
);
input wire clk;
input wire rst_n;
output reg [6:0] cnt;  
always @(posedge clk, negedge rst_n)  
begin
	if (rst_n == 0)  
	begin
		cnt <= 7'b0;
	end
	else if ( cnt < 100)  
	begin
		cnt <= cnt + 1;
	end  
end
endmodule
==> results.json <==
{
  "cap_violations": 0,
  "r2r-start": "cnt[4]",
  "met2_length_um": 283,
  "simple_gate_share_pct": 11.1,
  "layout_top_cells": "clkdlybuf4s50_1 (8), dfrtp_1 (7), clkbuf_4 (3)",
  "wl_met3_um": 138,
  "place.gp.congestion": 0.677,
  "power_leakage_nw": 0.196,
  "postCtsSetupRepairBufs": 0,
  "crit_path_cell_trace": "clkdlybuf4s50_1",
  "ys_types": 16,
  "slowest_stage": "clkdlybuf4s50_1",
  "vias": 244,
  "ys_sh_adder_pct": 3.82,
  "fp-utilization_pct": 9.60,
  "synth_stat.cells": 25,
  "crit_family": "buffers and inverters",
  "startpoint_type": "flop",
  "ant_nets": 0,
  "topRoutingLayerUsed": "met4",
  "syn_inst": 25,
  "crit_type": "reg -> out",
  "grt_usage_pct": 2.42,
  "cts.sinks": 7,
  "worstHoldPathType": "in -> async",
  "fillCellCount": 390,
  "slew_violations": 0,
  "yosys.area.top_type_share_pct": 53.4,
  "avgSynthCellArea_um2": 13.1,
  "arrival_ns": 1.26,
  "pin_count": 9,
  "fin_crit_sh_pct": 70.4,
  "endpoint_kind": "output port",
  "fp.dieH_um": 80,
  "viasPerCell": 2.94,
  "fin_setup_tns_ns": 0,
  "die_width_um": 80,
  "rsz0062_at_grt": "no",
  "cts.path.max_buffers": 2,
  "power.density_nw_per_um2": 447,
  "path_max_fanout": 6,
  "clk_pin_slew_ns": 0.05,
  "flop_area_um2": 175,
  "cp.depth": 1,
  "min_period_ns": 1.76,
  "synth_seq_share_pct": 53.4,
  "htree_levels": 1,
  "crit_end": "cnt[3]",
  "holdWs_ns": 0.508,
  "grt_antenna_before_repair": 0,
  "largest-register": "cnt",
  "reg_top3": "cnt x7",
  "yosysTopAreaCell": "dfrtp_1",
  "reg2reg_slack_ns": 1.24,
  "wl_um": 725,
  "cts_buffers": 3,
  "slew_headroom_pct": 78.1,
  "root_buffer": "clkbuf_4",
  "largest_register_ffs": 7,
  "port_buffers": 8,
  "ctsResizeCount": 0,
  "wl_per_cell_um": 8.73,
  "compound_area_share_pct": 15.6,
  "core_um2": 3420,
  "mux_area_share_pct": 8.02,
  "logic_area_um2": 153,
  "warnings": 25,
  "post-route-drc-count": 0,
  "area_growth_pct": 50.0,
  "ctsHoldBuffers": 0,
  "grt_pass1_vias": 250,
  "status": "finished clean",
  "gr-total-overflow": 0,
  "r2r-end": "cnt[1]",
  "finalHoldViolCount": 0,
  "topCellsByArea": "dfrtp_1 (53%), o311ai_4 (8.0%), xor2_1 (5.3%)",
  "final_layout_size_suffix_gt1_share_pct": 21.6,
  "ir_drop_v": 0.0000909,
  "die_area_um2": 6400,
  "finalSetupViolCount": 0,
  "lay_top_count": "clkdlybuf4s50_1",
  "topCombFamilyByArea": "AND-OR/OR-AND gates",
  "antenna_cells": 0,
  "ys.flops": 7,
  "firstDrtPassIters": 2,
  "path_buffers": 1,
  "fmax_ghz": 0.568,
  "slowest_delay_ns": 0.53,
  "synth_chip_area_um2": 328,
  "row_count": 21,
  "reg2reg_depth": 2,
  "startpoint": "cnt[3]",
  "drt_iter0_drc": 23,
  "ys_sh_xor_pct": 8.02,
  "wl_met1_um": 294,
  "cts_tree": "built",
  "worst_pin_slew_ns": 0.327,
  "grt_pass1_wl_mm": 1.19,
  "cp_data_required_time_ns": 2.00,
  "totalPowerFinal_uw": 220,
  "ys.warnings.count": 1,
  "clock_skew_ns": 0.00440,
  "worstSkewPairLatency_ns": 0.25,
  "syn_area_um2": 328,
  "grt_max_degree": 8
}
==> final cells by class <==
type	count	share of cell area [%]
clock buffers	4	5.34
multi-input cells	18	31.0
flip-flops and latches	7	35.6
well taps	46	11.7
repair buffers	8	16.3
==> worst min-delay path by stage <==
stage,endpoint,cells past startpoint
6_report,cnt[6],1
4_1_cts,cnt[6],1
5_1_grt,cnt[2],1
==> cell usage after synthesis, drive strengths merged <==
master and n:
a31o 1, xnor2 1, nand3 1, nand4 1, nor2 1, and3 1
ha 1, nand2 2, xor2 2, nand2b 1, mux2 2, dfrtp 7
a31oi 1, o311ai 1, a21oi 2
==> layer usage <==
layer | up-vias | global-route usage, %
met4 | 0 | 0.352
met1 | 120 | 2.76
li1 | 114 | -
met5 | - | 0
met2 | 8 | 2.89
met3 | 2 | 2.84
==> logic make-up (layout without fill, tap and decap cells) <==
group                      count (synthesis)  after routing
muxes                                      2              2
and+or+nand+nor                            7              7
DFF                                        7              7
buffers and inverters                      0             12
adders and majority gates                  1              1
xor gates and xnor gates                   3              3
AOI/OAI and AO/OA                          5              5
==> through the flow <==
| step | util [%] | worst slack (ns) | area (um2) | cells |
|---|---|---|---|---|
| final | 14.4 | 0.740 | 492 | 83 |
| after floorplan | - | 1.31 | 328 | 25 |
| after global placement | 13.6 | 1.00 | 465 | 79 |
| after CTS | 14.4 | 0.718 | 492 | 83 |
| after detailed placement | 13.6 | 1.00 | 465 | 79 |
| after global routing | 14.4 | 0.650 | 492 | 83 |
==> report_power, final <==
group          internal (mW)  switching (mW)
logic                0.00138         0.00216
clock network         0.0609          0.0419
registers              0.113               0
total                  0.176          0.0441
