[flow/run.sh]
#!/bin/bash
# OpenROAD 26Q1-2900-gdf79404cd8, Yosys 0.63+post, stock flow scripts
make -C /OpenROAD-flow-scripts/flow DESIGN_CONFIG=/design/flow/config.mk WORK_HOME=/design/flow/orfs finish
[flow/config.mk]
export PLATFORM = sky130hd
export DESIGN_NAME = pipeline
export DESIGN_NICKNAME = pipeline
export VERILOG_FILES = /design/flow/design.v
export SDC_FILE = /design/flow/constraint.sdc
export NUM_CORES = 4
export LEC_CHECK = 1
export CORE_AREA = 10 10 101 101
export DIE_AREA = 0 0 111 111
[flow/constraint.sdc]
current_design pipeline

set clk_period 6.6
set clk_io_pct 0.2

create_clock -name clk0 -period $clk_period [get_ports {clk}]

set non_clock_inputs [all_inputs -no_clocks]
set_input_delay [expr $clk_period * $clk_io_pct] -clock clk0 $non_clock_inputs
set_output_delay [expr $clk_period * $clk_io_pct] -clock clk0 [all_outputs]
[flow/design.v]
`timescale 1ns / 1ps
module pipeline (
	clk, 
	rst_n, 
	in1, 
	in2,
	in3,
	out
);
input wire clk;
input wire rst_n;
input wire [9:0] in1;  
input wire [9:0] in2;
input wire [9:0] in3;
output reg [11:0] out;  
reg [10:0] temp_add1;
always @(posedge clk, negedge rst_n) 
begin
	if ( ~rst_n ) temp_add1 <= 11'b0;
	else temp_add1 <= {1'b0, in1} + {1'b0, in2};
end
reg [9:0] temp_in3;
always @(posedge clk, negedge rst_n) 
begin
	if ( ~rst_n ) temp_in3 <= 10'b0;
	else temp_in3 <= in3;  
end
always @(posedge clk, negedge rst_n) 
begin
	if ( ~rst_n ) out <= 12'b0;
	else out <= {1'b0, temp_add1} + {2'b0, temp_in3};
end
endmodule
==> impl_metrics.py <==
# Auto-generated metrics
metrics = {
    "sta": {
        "finalCriticalPeriod_ps": 2980,
        "grt_setup_unrepaired": "false",
        "tightest_slew_ps": 385,
        "hold_viol": 0,
        "whs_ps": 481,
        "slew_headroom_pct": 74.3,
        "max_freq_mhz": 336,
        "clock-skew-final_ps": 3.07,
        "slew_viol_final": 0,
        "fin_crit_sh_pct": 45.1,
        "finalSetupViolCount": 0,
        "finalSetupTns_ps": 0,
    },
    "die": {
        "die_y_um": 111,
        "rows": 33,
        "fp-utilization_pct": 20.3,
        "dieArea_mm2": 0.0123,
        "core-area_mm2": 0.00813,
        "die_w_um": 111,
        "io_pins": 44,
    },
    "setup_path": {
        "timing.rr.start": "temp_add1[0]$_DFF_PN0_",
        "arrival_ps": 3180,
        "end_kind": "register",
        "slowest_delay_ps": 460,
        "cp-start-kind": "primary input",
        "cp.required_ps": 6800,
        "path_delay_family": "adder cells",
        "crit_slowest_cell": "clkdlybuf4s50_1",
        "critPathLaunch": "in1[0]",
        "worst-path-stages": 9,
        "worst-path-buf-inv": 2,
        "path_class": "primary input to register",
        "worst_r2r_path_depth": 7,
        "path_cells": "clkdlybuf4s50_1 > ha_1 > inv_1 > fa_1 > nor2b_1 > o21a_1 > a311oi_2 > a21oi_1 > xor2_1",
        "cp_max_fo": 3,
    },
    "placement": {
        "gp_congestion": 0.749,
        "postPlaceCellArea_mm2": 0.00222,
        "io_buffers": 43,
        "dp_hpwl_mm": 2.76,
    },
    "finish": {
        "ff_latch_area_um2": 826,
        "final_cell_area_mm2": 0.00231,
        "drive_gt1_share_pct": 6.88,
        "layout_top_cell_excl_fill_tap": "clkdlybuf4s50_1",
        "logic_area_um2": 808,
        "final_cell_mix": "clkdlybuf4s50_1 (43), dfrtp_1 (33), ha_1 (20)",
        "num-fill-cells": 821,
        "post-route-util_pct": 28.4,
        "area_growth_syn_to_layout_pct": 39.7,
    },
    "synthesis": {
        "ys_seq_share_pct": 50.0,
        "topCellsByArea": "dfrtp_1 (50%), ha_1 (15%), xnor2_1 (6.4%)",
        "ys_area_mm2": 0.00165,
        "ys_ff": 33,
        "top_cell_area_share_pct": 50.0,
        "synthFlopType": "dfrtp_1",
        "syn_area_mm2": 0.00165,
        "async_flop_share_pct": 100,
        "syn_avg_cell_area_um2": 12.0,
        "synth-edff-count": 0,
        "ys_types": 29,
        "yosys_warnings": 1,
        "netlist_instances": 138,
        "top_area_cell": "dfrtp_1",
        "yosys_cells": 138,
    },
    "grt": {
        "grt_pass1_vias": 1252,
        "track_usage_pct": 5.47,
        "grt.overflow.total": 0,
        "antenna_found_initial": 0,
        "grt_max_degree": 34,
        "grt_pass1_wl_mm": 5.78,
    },
    "job": {
        "warnings": 25,
        "maxCapViolations": 0,
    },
    "power_and_ir_drop": {
        "internal_power_uw": 460,
        "pwr-share-comb_pct": 33.9,
        "ir_drop_mv": 0.0974,
        "p_leak_uw": 0.00101,
        "p_clk_share_pct": 23.5,
        "p_seq_share_pct": 42.6,
        "power.density_mw_per_mm2": 265,
        "p_sw_uw": 152,
        "report.power.total_uw": 613,
        "power.share.switching_pct": 24.9,
    },
    "route": {
        "drt_iter0_drc": 21,
        "n_antenna_cell": 0,
        "dr.pass1.iters": 3,
        "drcViolationCount": 0,
        "drt-wirelength-per-cell_um": 11.1,
        "vias": 1124,
        "routed_wl_mm": 3.25,
        "ant_nets": 0,
        "viasPerCell": 3.82,
    },
    "worst_hold_path": {
        "holdCritStartpoint": "temp_in3[0]$_DFF_PN0_",
        "hold_class": "register to register",
        "hold-path-cell-count": 1,
    },
    "cts": {
        "clk_latency_ps": 270,
        "ctsHoldBuffers": 0,
        "path_clk_slew_ps": 60,
        "cts-resized-gates": 0,
        "cts_sinks": 33,
        "htree_levels": 2,
        "numCtsBuffers": 5,
        "post-cts-setup-buffers": 0,
        "cts.path.max_buffers": 2,
        "cts_tree": "built",
        "cts_root_buf": "clkbuf_8",
    },
    "status": {
        "status": "finished clean",
    },
}
[state kept, by name, indices dropped and copies added (netlist names)]
register / cells
temp_in3: 10
out: 12
temp_add1: 11
[power groups by stage]
| stage | logic (uW) | clock network [uW] | registers [uW] |
|---|---|---|---|
| after CTS | 213 | 149 | 262 |
| after global routing | 237 | 160 | 267 |
| final | 208 | 144 | 261 |
[final cells by class]
| class | instances | share of cell area [%] |
|---|---|---|
| sequential | 33 | 35.8 |
| inverter | 5 | 0.813 |
| clock buffer | 7 | 3.74 |
| multi-input combinational | 100 | 35.0 |
| timing repair buffer | 44 | 19.0 |
| tap | 105 | 5.69 |
[worst paths after layout]
kind / slack [ps] / to
max in group asynchronous: 4880 / out[10]$_DFF_PN0_
hold reg to reg: 480 / out[0]$_DFF_PN0_
setup / recovery: 3620 / temp_add1[8]$_DFF_PN0_
setup reg to reg: 4500 / out[10]$_DFF_PN0_
min in group asynchronous: 1440 / out[2]$_DFF_PN0_
hold / removal: 480 / out[0]$_DFF_PN0_
[routing by layer]
layer  global-route usage [%]  share of wire (%)  routed length, um
met1                     6.23                 41               1330
met2                     9.43                 48               1550
met3                     2.30                9.3                301
met4                    0.955                2.2                 73
met5                        0                  0                  0
[synth_stat cells (2+ instances only)]
library cell,instances
inv_1,5
xnor2_1,12
or3_1,2
a21o_2,2
nand3_1,2
dfrtp_1,33
o21ai_0,4
nor2_1,5
fa_1,2
o21a_1,3
nand2_1,7
a21oi_1,13
nor2b_1,4
ha_1,20
a211oi_1,2
xor2_1,4
a21o_1,6
[logic make-up after synthesis]
group | synth area share (%)
AND-OR/OR-AND | 16.0
flip-flops | 50.0
AND/OR/NAND/NOR | 6.81
adder cells (fa/ha/maj) | 17.6
XOR/XNOR | 8.48
buffers and inverters | 1.14
[stage by stage]
step | std cells | setup WS, ps
6_report | 294 | 3620
5_1_grt | 294 | 3450
4_1_cts | 294 | 3610
3_5_place_dp | 287 | 3320
3_3_place_gp | 287 | 3360
2_1_floorplan | 138 | 3890
Power figures rest on the tool's default switching activity, not on a simulated workload.
